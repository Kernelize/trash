`flow/constraint.sdc`:
```
current_design tic_tac_toe_game

set clk_period 4.6
set clk_io_pct 0.2

create_clock -name clk0 -period $clk_period [get_ports {clock}]

set non_clock_inputs [all_inputs -no_clocks]
set_input_delay [expr $clk_period * $clk_io_pct] -clock clk0 $non_clock_inputs
set_output_delay [expr $clk_period * $clk_io_pct] -clock clk0 [all_outputs]
```
`flow/design.v`:
```
`timescale 1ns/1ps
module tic_tac_toe_game(
    input clock,                      
    input reset,                      
    input play,                       
    input pc,                         
    input [3:0] computer_position,    
    input [3:0] player_position,      
    output wire [1:0] pos1, pos2, pos3, pos4, pos5, pos6, pos7, pos8, pos9, 
    output wire [1:0] who,             
    output wire even_score_flag,        
    output wire is_win
);
    wire [15:0] PC_en;                
    wire [15:0] PL_en;                
    wire illegal_move;                
    wire win;                         
    wire computer_play;               
    wire player_play;                 
    wire no_space;                    
    position_registers position_reg_unit(
        clock,                          
        reset,                          
        illegal_move,                   
        PC_en[8:0],                     
        PL_en[8:0],                     
        pos1, pos2, pos3, pos4, pos5, pos6, pos7, pos8, pos9  
    );
    winner_detector win_detect_unit(
        pos1, pos2, pos3, pos4, pos5, pos6, pos7, pos8, pos9,
        win, who
    );
    position_decoder pd1(
        computer_position,
        computer_play,
        PC_en
    );
    position_decoder pd2(
        player_position,
        player_play,
        PL_en
    );
    illegal_move_detector imd_unit(
        pos1, pos2, pos3, pos4, pos5, pos6, pos7, pos8, pos9,
        PC_en[8:0], PL_en[8:0], 
        illegal_move
    );
    nospace_detector nsd_unit(
        pos1, pos2, pos3, pos4, pos5, pos6, pos7, pos8, pos9, 
        no_space
    );
    fsm_controller tic_tac_toe_controller(
        clock,                 
        reset,                 
        play,                  
        pc,                    
        illegal_move,          
        no_space,              
        win,                   
        computer_play,         
        player_play,           
        even_score_flag        
    );
    assign is_win = win;
endmodule
module position_registers(
      input clock,  
      input reset,  
      input illegal_move,  
      input [8:0] PC_en,  
      input [8:0] PL_en,  
      output reg[1:0] pos1,pos2,pos3,pos4,pos5,pos6,pos7,pos8,pos9 
      );
  always @(posedge clock or posedge reset) begin
    if (reset) begin
        pos1 <= 2'b00;
        pos2 <= 2'b00;
        pos3 <= 2'b00;
        pos4 <= 2'b00;
        pos5 <= 2'b00;
        pos6 <= 2'b00;
        pos7 <= 2'b00;
        pos8 <= 2'b00;
        pos9 <= 2'b00;
    end else begin
        if (illegal_move == 1'b0) begin
            if (PC_en[0] == 1'b1) pos1 <= 2'b10;
            else if (PL_en[0] == 1'b1) pos1 <= 2'b01;
            else if (PC_en[1] == 1'b1) pos2 <= 2'b10;
            else if (PL_en[1] == 1'b1) pos2 <= 2'b01;
            else if (PC_en[2] == 1'b1) pos3 <= 2'b10;
            else if (PL_en[2] == 1'b1) pos3 <= 2'b01;
            else if (PC_en[3] == 1'b1) pos4 <= 2'b10;
            else if (PL_en[3] == 1'b1) pos4 <= 2'b01;
            else if (PC_en[4] == 1'b1) pos5 <= 2'b10;
            else if (PL_en[4] == 1'b1) pos5 <= 2'b01;
            else if (PC_en[5] == 1'b1) pos6 <= 2'b10;
            else if (PL_en[5] == 1'b1) pos6 <= 2'b01;
            else if (PC_en[6] == 1'b1) pos7 <= 2'b10;
            else if (PL_en[6] == 1'b1) pos7 <= 2'b01;
            else if (PC_en[7] == 1'b1) pos8 <= 2'b10;
            else if (PL_en[7] == 1'b1) pos8 <= 2'b01;
            else if (PC_en[8] == 1'b1) pos9 <= 2'b10;
            else if (PL_en[8] == 1'b1) pos9 <= 2'b01;
        end
    end
end
endmodule 
module fsm_controller(
     input clock, 
     input reset, 
     play,  
     pc, 
     illegal_move, 
     no_space,  
     win,  
     output reg computer_play,  
     output reg player_play,    
     output reg even_score_flag  
     );
  parameter IDLE=2'b00;
  parameter PLAYER=2'b01;
  parameter COMPUTER=2'b10;
  parameter GAME_DONE=2'b11;
  reg[1:0] current_state, next_state;
  always @(posedge clock or posedge reset) 
    begin 
      if(reset)
        current_state <= IDLE;
      else 
        current_state <= next_state;
    end 
  always @(*)
  begin
    next_state = current_state;
    player_play = 1'b0;
    computer_play = 1'b0;
    even_score_flag = 1'b0;
    case(current_state)
        IDLE: begin 
          if(reset==1'b0 && play == 1'b1)
            next_state <= PLAYER;  
          else 
            next_state <= IDLE;
            player_play <= 1'b0;
            computer_play <= 1'b0;
            even_score_flag <= 1'b0;
        end 
        PLAYER:begin 
          player_play <= 1'b1;
          computer_play <= 1'b0;
          if(illegal_move==1'b0)
            next_state <= COMPUTER;  
          else 
            next_state <= IDLE;
        end 
        COMPUTER:begin 
          player_play <= 1'b0;
          if(pc==1'b0) begin 
            next_state <= COMPUTER;
            computer_play <= 1'b0;
          end
          else if(win==1'b0 && no_space == 1'b0)
          begin 
            next_state <= IDLE;
            computer_play <= 1'b1; 
          end 
          else if(no_space == 1 || win ==1'b1)
          begin 
            next_state <= GAME_DONE;  
            computer_play <= 1'b1; 
          end  
        end 
        GAME_DONE:begin  
          if (no_space && !win)
            even_score_flag <= 1'b1;  
          else 
            even_score_flag <= 1'b0;
          player_play <= 1'b0;
          computer_play <= 1'b0; 
          if(reset==1'b1)
            next_state <= IDLE; 
          else
            next_state <= GAME_DONE;
        end 
       default: next_state <= IDLE;
    endcase
  end
endmodule 
module nospace_detector(
   input [1:0] pos1,pos2,pos3,pos4,pos5,pos6,pos7,pos8,pos9, 
   output wire no_space
    );
  wire temp1,temp2,temp3,temp4,temp5,temp6,temp7,temp8,temp9;
  assign temp1 = pos1[1] | pos1[0];
  assign temp2 = pos2[1] | pos2[0];
  assign temp3 = pos3[1] | pos3[0];
  assign temp4 = pos4[1] | pos4[0];
  assign temp5 = pos5[1] | pos5[0];
  assign temp6 = pos6[1] | pos6[0];
  assign temp7 = pos7[1] | pos7[0];
  assign temp8 = pos8[1] | pos8[0];
  assign temp9 = pos9[1] | pos9[0];
  assign no_space = temp1 & temp2 & temp3 & temp4 & temp5 & temp6 & temp7 & temp8 & temp9;
endmodule 
module illegal_move_detector(
   input [1:0] pos1,pos2,pos3,pos4,pos5,pos6,pos7,pos8,pos9, 
   input [8:0] PC_en, PL_en, 
   output wire illegal_move
   );
  wire temp1,temp2,temp3,temp4,temp5,temp6,temp7,temp8,temp9;
  wire temp11,temp12,temp13,temp14,temp15,temp16,temp17,temp18,temp19;
  wire temp21,temp22;
    assign temp1 = (pos1[1] | pos1[0]) & PL_en[0];
    assign temp2 = (pos2[1] | pos2[0]) & PL_en[1];
    assign temp3 = (pos3[1] | pos3[0]) & PL_en[2];
    assign temp4 = (pos4[1] | pos4[0]) & PL_en[3];
    assign temp5 = (pos5[1] | pos5[0]) & PL_en[4];
    assign temp6 = (pos6[1] | pos6[0]) & PL_en[5];
    assign temp7 = (pos7[1] | pos7[0]) & PL_en[6];
    assign temp8 = (pos8[1] | pos8[0]) & PL_en[7];
    assign temp9 = (pos9[1] | pos9[0]) & PL_en[8];
    assign temp11 = (pos1[1] | pos1[0]) & PC_en[0];
    assign temp12 = (pos2[1] | pos2[0]) & PC_en[1];
    assign temp13 = (pos3[1] | pos3[0]) & PC_en[2];
    assign temp14 = (pos4[1] | pos4[0]) & PC_en[3];
    assign temp15 = (pos5[1] | pos5[0]) & PC_en[4];
    assign temp16 = (pos6[1] | pos6[0]) & PC_en[5];
    assign temp17 = (pos7[1] | pos7[0]) & PC_en[6];
    assign temp18 = (pos8[1] | pos8[0]) & PC_en[7];
    assign temp19 = (pos9[1] | pos9[0]) & PC_en[8];
    assign temp21 = temp1 | temp2 | temp3 | temp4 | temp5 | temp6 | temp7 | temp8 | temp9;
    assign temp22 = temp11 | temp12 | temp13 | temp14 | temp15 | temp16 | temp17 | temp18 | temp19;
    wire invalid_move_pos;
    assign invalid_move_pos = (PL_en[8] | PC_en[8]);  
    assign illegal_move = temp21 | temp22;
endmodule 
module position_decoder(input[3:0] in, input enable, output wire [15:0] out_en);
  reg[15:0] temp1;
  assign out_en = (enable==1'b1)?temp1:16'd0;
  always @(*)
    begin
    case(in)
    4'd0: temp1 <= 16'b0000000000000001;
    4'd1: temp1 <= 16'b0000000000000010; 
    4'd2: temp1 <= 16'b0000000000000100;
    4'd3: temp1 <= 16'b0000000000001000;
    4'd4: temp1 <= 16'b0000000000010000;
    4'd5: temp1 <= 16'b0000000000100000;
    4'd6: temp1 <= 16'b0000000001000000;
    4'd7: temp1 <= 16'b0000000010000000;
    4'd8: temp1 <= 16'b0000000100000000;
    4'd9: temp1 <= 16'b0000001000000000;
    4'd10: temp1 <= 16'b0000010000000000;
    4'd11: temp1 <= 16'b0000100000000000;
    4'd12: temp1 <= 16'b0001000000000000;
    4'd13: temp1 <= 16'b0010000000000000;
    4'd14: temp1 <= 16'b0100000000000000;
    4'd15: temp1 <= 16'b1000000000000000;
    default: temp1 <= 16'b0000000000000001; 
  endcase 
end 
endmodule 
module winner_detector(input [1:0] pos1,pos2,pos3,pos4,pos5,pos6,pos7,pos8,pos9, output wire winner, output wire [1:0]who);
    wire win1,win2,win3,win4,win5,win6,win7,win8;
    wire [1:0] who1,who2,who3,who4,who5,who6,who7,who8;
    winner_detect_3 w1(pos1, pos2, pos3, win1, who1);
    winner_detect_3 w2(pos4, pos5, pos6, win2, who2);
    winner_detect_3 w3(pos7, pos8, pos9, win3, who3);
    winner_detect_3 w4(pos1, pos4, pos7, win4, who4);
    winner_detect_3 w5(pos2, pos5, pos8, win5, who5);
    winner_detect_3 w6(pos3, pos6, pos9, win6, who6);
    winner_detect_3 w7(pos1, pos5, pos9, win7, who7);
    winner_detect_3 w8(pos3, pos5, pos7, win8, who8);
    assign winner = (((((((win1 | win2) | win3) | win4) | win5) | win6) | win7) | win8);
    assign who = (((((((who1 | who2) | who3) | who4) | who5) | who6) | who7) | who8);
endmodule 
module winner_detect_3(input [1:0] pos0,pos1,pos2, output wire winner, output wire [1:0]who);
    wire [1:0] temp0,temp1,temp2;
    wire temp3;
    assign temp3 = (pos0[0] & pos1[0] & pos2[0]) | (pos0[1] & pos1[1] & pos2[1]);
    assign winner = temp3;
    assign who[1] = winner & pos0[1];
    assign who[0] = winner & pos0[0];
endmodule
```
`flow/config.mk`:
```
export PLATFORM = sky130hd
export DESIGN_NAME = tic_tac_toe_game
export DESIGN_NICKNAME = tic_tac_toe_game
export VERILOG_FILES = /design/flow/design.v
export SDC_FILE = /design/flow/constraint.sdc
export NUM_CORES = 4
export LEC_CHECK = 1
export CORE_AREA = 10 10 102 102
export DIE_AREA = 0 0 112 112
```
`flow/run.sh`:
```
#!/bin/bash
# OpenROAD 26Q1-2900-gdf79404cd8, Yosys 0.63+post, stock flow scripts
make -C /OpenROAD-flow-scripts/flow DESIGN_CONFIG=/design/flow/config.mk WORK_HOME=/design/flow/orfs finish
```
==> notes.md <==
Physical implementation status

The fraction of layout cells with a size suffix above 1 stands at 9.302%. The post-route minimum period stands at 3.593 ns. Entering global routing, the biggest net connects 25 pins. The region available for standard cell placement spans 8217 sq um. The script reports the combined buffer and inverter count of the critical path as 1. Post-CTS repair changed the size of 0 cells.

The count of buffers added by post-CTS timing repair for setup stands at 0. The minimum setup slack in the final design stands at 1.007 ns. The timing report gives the worst reg2reg path a setup slack of 2.46 ns.

The height of the die stands at 112 um. Total power normalized to cell area comes to 393.5 nW/um^2. The critical path ends at even_score_flag. The smallest hold slack stands at 0.5374 ns.

The transition time at the pin with the least slew margin stands at 0.5726 ns. Looking at the worst setup and hold paths, the clock pins of their registers show a slew of 0.09 ns. Setup repair after global routing left no endpoint under its margin.

The number of levels in the clock H-tree stands at 1. The total length of routed wires stands at 4779 um. Across the run, the number of max-cap violations was 0. The initial antenna violation count stands at 0. Per the detail_route report, inserted antenna diodes total 0. The tally of yosys warning messages stands at 3.

The last timing report of the flow puts the setup violation total at 0. The number of clock sinks stands at 22. The CTS buffer count stands at 3. The maximum cell stage delay along the critical path stands at 0.57 ns. The Yosys chip area stands at 1339 sq um. The post-synthesis sequential element count stands at 22.

The starting density of the core stands at 16.29%. The kind of cell with the highest combined delay along the critical path is simple AND/OR/NAND/NOR gates. Yosys mapped the design onto 42 distinct sky130hd cell types. In the final report, the number of pins over their slew limit comes to 0. In the final timing run, aggregate negative setup slack is 0 ns. At the worst endpoint, the arrival time is 2.67 ns. In this run, synthesis inferred 0 flip-flops with an integrated enable. Synthesis produced a netlist whose cell count is 136. The average wire per standard cell stands at 17.25 um. Using the TritonRoute via totals, the vias-per-cell ratio works out to 4.671. Per the gpl log, the routability congestion estimate is 0.9502. Per the power-grid run, VDD falls by no more than 0.0001328 V. The proportion of register bits with asynchronous set or reset after synthesis stands at 100.0%. Per the timing report, the most critical flop-to-flop path originates at tic_tac_toe_controller.current_state[1]. The total I/O pin count stands at 34. In the routed design, unresolved DRC markers number 0. The detailed placer reported the number of placed instances as 273. The remaining global-route overflow stands at 0.

The count of buffers added on input and output ports is 33. For this run, the top clock speed supported by timing is 278.3 MHz. The worst-case reg-to-reg path depth stands at 6. Per STA, the worst path is made up of a222oi_1 > o22ai_1 > nor4_1 > nand3_1 > nor2_1 > clkdlybuf4s50_1. The critical-path maximum fanout stands at 7. The most critical setup path has its startpoint at position_reg_unit.pos3[0].

The detailed-routing iteration count for the pre-antenna-repair pass stands at 4. The per-instance average area after synthesis stands at 9.844 sq um. The detailed router placed 1294 vias in this run.

TritonCTS built the clock tree. The via count of the first global-routing pass was 1302. The layout overhead on the synthesized area stands at 39.35%. The maximum clock path buffer count stands at 2. The critical path is of the reg2out type.

The tool warning count for the run is 25. The detailed router's first-iteration violation count stands at 206. The layout has 904 filler cells. The die outline width stands at 112 um. The hold buffer count at cts stands at 0. The number of cell rows stands at 33. The required time at the worst endpoint is listed as 3.68 ns. The post-DP HPWL stands at 3773 um. The worst setup path is launched from a flop. The run finished with clean final reports.

The final report lists a non-filler cell total of 277. The total die size stands at 12540 sq um. The post-placement setup slack stands at 1.317 ns.

In the final layout, the multi-input gates occupy 743.2 sq um. The headroom to the max-slew limit stands at 61.47%. The worst setup path is captured at an output port.

Between clock sinks in the finished design, the worst skew comes to 0.01126 ns. The power report puts the leakage power at 0.7464 nW. The number of nets with antenna violations after routing stands at 0. Looking at the reg2reg group, the worst path ends at position_reg_unit.pos4[0]. Looking at the critical path, the single cell with the biggest stage delay is nor4_1.

Summing all flip-flop and latch instances after layout gives 551.8 sq um. Post-synth the commonest register cell is dfrtp_1. The worst hold path begins at tic_tac_toe_controller.current_state[3]. The number of cells in the yosys synthesis report stands at 136. The first global-routing pass estimated 7562 um of wire. The post-route core utilization stands at 22.70%. In this run the worst hold path is classified as reg2reg. In the finished design, the share of the clock period the worst path needs comes to 78.12%. Counting buffers and inverters, the worst setup path is 6 cells deep. The sequential-to-total area share from yosys stat stands at 41.21%.

The clock insertion delay at the later pin of the skew report stands at 0.27 ns. The cell area after synthesis stands at 1339 sq um. The final hold violation count stands at 0. Per the CTS log, the root buffer master is clkbuf_8. In the global route stage, overall resource usage came out at 7.370%.
state kept, by name (all words and copies together), names as in the netlist:
register                              count
position_reg_unit.pos7                    2
position_reg_unit.pos9                    2
tic_tac_toe_controller.current_state      4
position_reg_unit.pos4                    2
position_reg_unit.pos5                    2
position_reg_unit.pos3                    2
position_reg_unit.pos2                    2
position_reg_unit.pos8                    2
position_reg_unit.pos1                    2
position_reg_unit.pos6                    2
worst min-delay path by stage:
| stage | to | depth (start not counted) |
|---|---|---|
| 4_1_cts | tic_tac_toe_controller.current_state[3] | 1 |
| 5_1_grt | tic_tac_toe_controller.current_state[1] | 2 |
| 6_report | tic_tac_toe_controller.current_state[3] | 1 |
final cells by class:
cell class / count / area share, %
inverter: 6 / 1.207
sequential: 22 / 29.58
timing repair buffer: 35 / 18.51
multi-input combinational: 105 / 39.84
clock buffer: 3 / 2.213
tap: 105 / 7.042
clock inverter: 1 / 1.610
cells by family (layout without fill, tap and decap cells):
group                  Yosys count  after routing  synth area share, %
flip-flops                      22             22                41.22
buffers and inverters            9             45                3.271
AND-OR/OR-AND                   41             41                26.36
multiplexers                     2              2                3.925
AND/OR/NAND/NOR                 62             62                25.23
cell usage after synthesis (2+ instances only):
| cell | number | area [sq um] |
|---|---|---|
| nand2_1 | 12 | 45.04 |
| nand2b_1 | 2 | 12.51 |
| nor2b_1 | 3 | 18.77 |
| a31o_1 | 9 | 78.83 |
| o21bai_1 | 2 | 15.01 |
| buf_2 | 2 | 10.01 |
| a21oi_1 | 3 | 15.01 |
| nor2_1 | 15 | 56.30 |
| o21ai_1 | 2 | 10.01 |
| nand3_1 | 12 | 60.06 |
| nor3_1 | 3 | 15.01 |
| a222oi_1 | 4 | 40.04 |
| mux4_1 | 2 | 52.55 |
| a22o_1 | 3 | 26.28 |
| or3_1 | 2 | 12.51 |
| a41o_1 | 4 | 40.04 |
| o22ai_1 | 5 | 31.28 |
| nor4_1 | 2 | 12.51 |
| dfrtp_1 | 21 | 525.5 |
| inv_1 | 6 | 22.52 |
power by group:
part           leakage, nW  switching, mW  internal (mW)  total [mW]
combinational        0.455          0.118          0.142       0.261
sequential           0.255         0.0629          0.225       0.288
clock               0.0357         0.0687          0.116       0.185
total                0.746          0.250          0.484       0.734
stage by stage:
step                      power [mW]  cell area (sq um)
final                         0.7341               1866
after global routing          0.7881               1866
after CTS                     0.7405               1866
after detailed placement      0.5537               1794
after global placement        0.5605               1794
after floorplan               0.4151               1339
routing by layer:
layer / up-vias / global-route usage (%) / wire length [um]
li1: 611 / - / -
met1: 642 / 9.941 / 2221
met2: 39 / 11.77 / 2190
met3: 2 / 2.389 / 350
met5: - / 0 / 0
met4: 0 / 0.5076 / 16
worst register-to-register path, delay by kind of cell, from the launching register on:
family / cells / cell delay (ns)
and+or+nand+nor: 3 / 0.89
DFF: 1 / 0.42
buffers and inverters: 1 / 0.20
AOI/OAI and AO/OA: 2 / 0.52
cells in the final DEF (no fill, tap or decap), drive strengths merged, types with 3 or more instances in the layout:
| cell type | Yosys | routed |
|---|---|---|
| clkdlybuf4s50 | 0 | 33 |
| dfrtp | 21 | 21 |
| nor2 | 15 | 15 |
| nand2 | 12 | 12 |
| nand3 | 12 | 12 |
| a31o | 9 | 9 |
| inv | 6 | 6 |
| o22ai | 6 | 6 |
| a41o | 4 | 4 |
| a222oi | 4 | 4 |
| nor3 | 4 | 4 |
| nor2b | 3 | 3 |
| a22o | 3 | 3 |
| a21oi | 3 | 3 |
| clkbuf | 0 | 3 |
| nor4 | 3 | 3 |
| o21bai | 3 | 3 |
Power and IR drop assume default switching activity.
