==> config.mk <==
export PLATFORM = sky130hd
export DESIGN_NAME = first_counter
export DESIGN_NICKNAME = first_counter
export VERILOG_FILES = /design/flow/design.v
export SDC_FILE = /design/flow/constraint.sdc
export NUM_CORES = 4
export LEC_CHECK = 1
export CORE_AREA = 10 10 70 70
export DIE_AREA = 0 0 80 80
==> constraint.sdc <==
current_design first_counter

set clk_period 1.1
set clk_io_pct 0.2

create_clock -name clk0 -period $clk_period [get_ports {clock}]

set non_clock_inputs [all_inputs -no_clocks]
set_input_delay [expr $clk_period * $clk_io_pct] -clock clk0 $non_clock_inputs
set_output_delay [expr $clk_period * $clk_io_pct] -clock clk0 [all_outputs]
==> design.v <==
module first_counter (
  input wire clock, reset, enable,
  output reg [3:0] counter_out
);
always @ (posedge clock)
begin
  if (reset == 1'b1) begin
    counter_out <= #1 4'b0000;
  end
  else if (enable == 1'b1) begin
    counter_out <= #1 counter_out +1;
  end
end
endmodule
==> run.sh <==
#!/bin/bash
# OpenROAD 26Q1-2900-gdf79404cd8, Yosys 0.63+post, stock flow scripts
make -C /OpenROAD-flow-scripts/flow DESIGN_CONFIG=/design/flow/config.mk WORK_HOME=/design/flow/orfs finish
==> job_summary.md <==
### Metrics collected by this job

| Metric | Value |
|---|---|
| Clock Pin Slew Worst Setup and Hold Paths | 40 ps |
| Main logic family | simple AND/OR/NAND/NOR gates |
| Count of tool warnings | 25 |
| #FFs+latches synth | 4 |
| Worst VDD drop | ~320 uV |
| Synthesized area | 179 sq um |
| Die X-Extent | about 80 um |
| Largest net degree at the start of global routing | 5 |
| Most frequent cells after synthesis | 4 x dfxtp_1, 3 x nor2_1 |
| Total wire length | around 500 um |
| Hold Violations, Final | 0 |
| Distinct lib cells used | 11 |
| Layout cells sized above 1 | a little over half |
| Number of CTS-inserted buffers | 3 |
| Tmin final | ~1000 ps |
| WS Path Type | input port to flip-flop |
| Total die size | approximately 6400 sq um |
| Maximum clock path buffer count | 2 |
| WP data arrival | ~1100 ps |
| Max FO, Critical Path | 4 |
| Mux share | between 10% and 20% |
| Synth top area share | 44.8% |
| Yosys stat cell total | 16 |
| Startpoint types | input port |
| Layout area overhead | 106% |
| Seq share, synth | roughly 45% |
| Register area | between 80 and 90 sq um |
| Run status | complete, no violations |
| EDFF count, synth | 0 |
| Die Ht | ~80 um |
| Iteration-0 DRC Markers | 7 |
| Ant diodes | 0 |
| Synth Flop Type | dfxtp_1 |
| Synth Area in Compound Gates | 8.39% |
| Hold Crit Class | flip-flop to flip-flop |
| DR vias/cell | 2.21 |
| Synth Area in Simple Gates | between 20% and 30% |
| Worst slew pin tran | about 130 ps |
| Total GRT Usage | 1.74% |
| Pre-Place Util | 5.24% |
| Max FFs per register | 4 |
| Synth top cell by count | dfxtp_1 |
| Sw power | approximately 0.085 mW |
| Fin area | ~370 sq um |
| Slew HR | 91.3% |
| Clk pwr share | between 40 and 50% |
| Final worst setup slack | ~80 ps |
| First-pass DRT Iterations | 2 |
| Slew Limit Fails | 0 |
| Power Dens Cells | approximately 1100 nW/um^2 |
| Fillers | ~400 |
| Vias in the first global route | between 150 and 200 |
| Syn Area/Cell | between 10 and 15 sq um |
| Clk_skew | between 0.5 and 0.6 ps |
| Worst Setup End Kind | flip-flop |
| Comb. cell area | 111 sq um |
| Register share of total power | about two fifths |
| Biggest area cells | dfxtp_1 45%, mux2_4 8.4%, ha_1 7.0% |
| Setup Viol. Count Final | 0 |
| Top reg by flops | counter_out |
| Post-layout period usage | roughly 93% |
| Setup Fix Bufs, Post-CTS | 0 |
| Total of max-cap violations | 0 |
| CTS H-tree lvls | 1 |
| Fmax | 982 MHz |
| Root buffer cell | clkbuf_4 |
| Synth Instances | 16 |
| Number of antenna violations at the first check in global routing | 0 |
| Final Core Density | 10.8% |
| Clock sinks | 4 |
| Wirelength per Cell | around 6.7 um |
| Yosys stat chip area | 179 sq um |
| Synth Area in Adders | under 10% |
| IO Count | 7 |
| Post-synth ARST share | 0% |
| Largest regs | counter_out: 4 flops |
| Logic pwr share | between 15 and 20% |
| FP Rows | 21 |
| DR vias | between 150 and 200 |
| GRT overflow | 0 |
| Pint | 0.319 mW |
| GPL Wtd Cong | just under 0.7 |
| Port-buffer cells | 6 |
| Yosys xor share | 4.90% |
| Crit path DRT | around 1200 ps |
| RSZ-0062 raised after global routing | no |
| Dpl ws | -155 ps |
| Late-Pin Clk Latency | approximately 230 ps |
| Placed cell area | 334 sq um |
| DRC Markers | 0 |
| Switching Fraction | 21.0% |
| Core ar. | between 3000 and 4000 sq um |
| Cell type with the largest total area | dfxtp_1 |
| First-pass GRT wire length | about 830 um |
| CTS tree | built |
| DRT antenna net count | 0 |
| Ys Warns | 1 |
| Leakage power | between 0.15 and 0.2 nW |
per-stage QoR:
| stage | power, mW | cells | hold WS [ps] | setup TNS (ps) |
|---|---|---|---|---|
| floorplan | 0.179 | 16 | 289 | 0 |
| global placement | 0.227 | 73 | 563 | -481 |
| detailed placement | 0.229 | 73 | 576 | -483 |
| CTS | 0.407 | 76 | 579 | 0 |
| global route | 0.434 | 76 | 596 | 0 |
| finish | 0.404 | 76 | 577 | 0 |
metal layers:
metal  up-vias  global-route usage (%)  part of all wire, %
li1         85                       -                    -
met1        76                    2.19                   49
met2         7                    1.77                   36
met3         0                    2.05                   15
met4         0                   0.352                    0
met5         -                       0                    0
critical path: stages:
cell and delay, ps:
clkdlybuf4s50_1 510, buf_4 150, mux2i_1 180, nor2_1 70
timing repair:
action                                  4_1_cts  5_1_grt
hold buffers                                  0        0
endpoints found under the setup margin        4        1
gates resized                                 8        1
pin swaps                                     0        1
power by group through the flow:
stage     Combinational, mW  Sequential (mW)  Clock (mW)
5_1_grt              0.0771            0.161       0.195
6_report             0.0698            0.160       0.174
4_1_cts              0.0641            0.160       0.183
layout by cell type, fill, tap and decap left out, drive strengths merged, types with 2 or more instances in the layout:
| cell type | Yosys | layout |
|---|---|---|
| buf | 0 | 5 |
| dfxtp | 4 | 4 |
| dlygate4sd2 | 0 | 4 |
| nor2 | 3 | 3 |
| clkbuf | 0 | 3 |
| clkdlybuf4s50 | 0 | 2 |
cell families after synthesis:
group / Yosys count
xor gates and xnor gates: 1
DFF: 4
AOI/OAI and AO/OA: 2
and+or+nand+nor: 6
adders and majority gates: 1
muxes: 2
area by class of cell:
type	count	area share [%]
multi-input cells	12	30.2
repair buffers	11	25.1
flip-flops and latches	4	23.1
well taps	46	15.6
clock buffers	3	6.10
path summary, 6_finish.rpt:
check | from | endpoint | slack (ps) | cells after the start
setup / recovery | enable | counter_out[1] | 80 | 4
hold / removal | counter_out[3] | counter_out[3] | 580 | 2
setup reg to reg | counter_out[0] | counter_out[1] | 100 | 4
hold reg to reg | counter_out[3] | counter_out[3] | 580 | 2
Power is estimated from default activity; no workload was simulated.
