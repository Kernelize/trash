--- flow/run.sh ---
#!/bin/bash
# OpenROAD 26Q1-2900-gdf79404cd8, Yosys 0.63+post, stock flow scripts
make -C /OpenROAD-flow-scripts/flow DESIGN_CONFIG=/design/flow/config.mk WORK_HOME=/design/flow/orfs finish
--- flow/config.mk ---
export PLATFORM = sky130hd
export DESIGN_NAME = counter
export DESIGN_NICKNAME = counter
export VERILOG_FILES = /design/flow/design.v
export SDC_FILE = /design/flow/constraint.sdc
export NUM_CORES = 4
export LEC_CHECK = 1
export CORE_AREA = 10 10 70 70
export DIE_AREA = 0 0 80 80
--- flow/constraint.sdc ---
current_design counter

set clk_period 2.1
set clk_io_pct 0.2

create_clock -name clk0 -period $clk_period [get_ports {clk}]

set non_clock_inputs [all_inputs -no_clocks]
set_input_delay [expr $clk_period * $clk_io_pct] -clock clk0 $non_clock_inputs
set_output_delay [expr $clk_period * $clk_io_pct] -clock clk0 [all_outputs]
--- flow/design.v ---
module counter(out, clk, reset);
  parameter WIDTH = 8;
  output [WIDTH-1 : 0] out;
  input clk, reset;
  reg [WIDTH - 1 : 0] out;
  wire clk, reset;
  always @(posedge clk or posedge reset)
    if (reset)
      out <= 0;
    else
      out <= out + 1;
endmodule
==> results.json <==
{
  "status": "completed",
  "cp_slowest_cell": "clkdlybuf4s50_1",
  "antenna_found_initial": 0,
  "clock_sinks": 8,
  "drtIter0Drc": 5,
  "ys_cells": 25,
  "fp_util_pct": 9.38,
  "num_rows": 21,
  "fp.dieW_um": 80,
  "postCtsSetupRepairBufs": 0,
  "timing.final.crit_share_pct": 76.3,
  "clkPwrFrac_pct": 41.7,
  "drtPass1Iterations": 2,
  "crit_fanout": 5,
  "drc": 0,
  "peakVddDrop_v": 0.000200,
  "dieArea_um2": 6400,
  "gp_congestion": 0.662,
  "grt_pass1_wl_um": 1170,
  "yosys_warnings": 1,
  "seq_area_frac_synth_pct": 62.5,
  "dp_hpwl_um": 592,
  "grt_setup_unrepaired": "no",
  "root_buffer": "clkbuf_4",
  "ctsLongestPathBuffers": 2,
  "openroad.warnings": 25,
  "cts_buffers": 3,
  "yosys_area_um2": 320,
  "total_power_w": 0.000273,
  "period_needed_ns": 1.60,
  "p_comb_share_pct": 1.8,
  "maxCapViolCount": 0,
  "insertion_delay_ns": 0.25,
  "p_per_area_nw_per_um2": 556,
  "fin_setup_tns_ns": 0,
  "regMostFlops": "out",
  "diodes": 0,
  "endpoint_kind": "output pin",
  "slew_headroom_pct": 79.7,
  "switchingPower_w": 0.0000516,
  "fmax_mhz": 624,
  "grt_overflow_total": 0,
  "ctsResizeCount": 0,
  "syn_inst": 25,
  "cts_tree": "built",
  "final_hold_viol_count": 0,
  "power_leakage_nw": 0.202,
  "ys_types": 11,
  "vias": 206,
  "cpPeakStageDelay_ns": 0.51,
  "tightestPinTransition_ns": 0.305,
  "io_pins": 10,
  "synth_area_um2": 320,
  "ys_ff": 8,
  "hold_path_class": "primary input to async pin",
  "areaGrowthSynthToFinish_pct": 53.1,
  "track_usage_pct": 2.38,
  "fp.dieH_um": 80,
  "cts.htree.levels": 1,
  "finClkSkew_ns": 0.00334,
  "swShare_pct": 18.9,
  "start_kind": "flop",
  "fp.coreArea_um2": 3420,
  "portBuffers": 9,
  "grt_pass1_vias": 230,
  "critPathRequiredTime_ns": 1.68,
  "fin_util_pct": 14.4,
  "seqPwrFrac_pct": 56.6,
  "avgSynthCellArea_um2": 12.8,
  "holdWs_ns": 0.420,
  "grt_max_degree": 9,
  "internal_power_w": 0.000221,
  "top_regs": "out (8)",
  "crit_path_cell_trace": "clkdlybuf4s50_1",
  "arrival_ns": 1.18,
  "largest_reg_flops": 8,
  "critPathBufInv": 1,
  "cp_top_family": "buffers and inverters",
  "drive_gt1_share_pct": 13.5,
  "drt-total-wl_um": 709,
  "report.final.setup_viol": 0,
  "post_drt_wl_per_cell_um": 8.54,
  "worst-setup-path-type": "flop to output pin",
  "viasPerCell": 2.48,
  "drv_slew": 0,
  "clk_pin_slew_ns": 0.05,
  "cts_hold_buf": 0,
  "drtAntennaViolNets": 0
}
-- power groups by stage --
| stage | clock, W | combinational (W) | sequential (W) |
|---|---|---|---|
| after CTS | 0.000121 | 0.00000531 | 0.000154 |
| after global routing | 0.000127 | 0.00000575 | 0.000154 |
| final | 0.000114 | 0.00000483 | 0.000154 |
-- layout make-up --
cell class	count	area, um2
fillers	397	2930
repair buffers	9	90.1
flip-flops and latches	8	200
multi-input cells	15	113
well taps	46	57.6
clock buffers	3	22.5
inverters	2	7.51
-- through the flow --
stage,cells,instance area [um2],worst slack [ns]
after detailed placement,80,468,0.739
final,83,490,0.497
after CTS,83,490,0.465
after floorplan,25,320,1.19
after global routing,83,490,0.450
after global placement,80,468,0.737
-- final timing paths --
kind                          end  cells after the start   start  slack [ns]
setup / recovery           out[2]                      1  out[2]        0.50
hold / removal             out[7]                      2   reset        0.42
setup reg to reg           out[7]                      3  out[2]        1.09
hold reg to reg            out[7]                      1  out[7]        0.47
max in group asynchronous  out[0]                      2   reset        1.45
min in group clk0          out[7]                      1  out[7]        0.47
-- cells in the mapped netlist --
library cell,instances,share of area (%)
nand3_1,2,3.1
nand2_1,2,2.3
ha_1,1,3.9
inv_1,2,2.3
xnor2_1,3,8.2
nand3_2,1,3.1
nor3_2,1,3.1
nor2_1,1,1.2
xor2_1,3,8.2
dfrtp_1,8,62
and3_1,1,2.0
-- layer usage --
metal	part of all wire (%)	track usage, %
met5	0	0
met4	0	0.528
met3	5.5	1.14
met2	44	3.61
met1	51	2.98
-- layout by cell type (no fill, tap or decap), drive strengths merged --
cell	synthesis	final
ha	1	1
xor2	3	3
xnor2	3	3
clkbuf	0	3
dfrtp	8	8
nand3	3	3
nor2	1	1
clkdlybuf4s50	0	9
inv	2	2
nand2	2	2
nor3	1	1
and3	1	1
-- cell families (layout without fill, tap and decap cells) --
group                    count (synthesis)  count (layout)  synth area share (%)
AND/OR/NAND/NOR                          8               8                  14.8
buffers and inverters                    2              14                  2.34
adder cells (fa/ha/maj)                  1               1                  3.91
flip-flops                               8               8                  62.5
XOR/XNOR                                 6               6                  16.4
Power and IR drop assume default switching activity.
